$ cat config.mk
export PLATFORM = sky130hd
export DESIGN_NAME = mult_acc
export DESIGN_NICKNAME = mult_acc
export VERILOG_FILES = /design/flow/design.v
export SDC_FILE = /design/flow/constraint.sdc
export NUM_CORES = 4
export LEC_CHECK = 1
export CORE_UTILIZATION = 40
$ cat constraint.sdc
current_design mult_acc

set clk_period 7.5
set clk_io_pct 0.2

create_clock -name clk0 -period $clk_period [get_ports {clk}]

set non_clock_inputs [all_inputs -no_clocks]
set_input_delay [expr $clk_period * $clk_io_pct] -clock clk0 $non_clock_inputs
set_output_delay [expr $clk_period * $clk_io_pct] -clock clk0 [all_outputs]
$ cat design.v
`timescale 1 ns/ 10 ps
module mult_acc (out, ina, inb, clk, clr);
input [7:0] ina, inb;
input clk, clr;
output [15:0] out;
wire [15:0] mult_out, adder_out;
reg [15:0] out;
parameter set = 10;
parameter hld = 20;
function [15:0] mult;
     input [7:0] a, b ;
     reg [15:0] r;
     integer i ; 
  begin
     if (a[0] == 1)
          r = b;
     else
          r = 0 ;
      for (i =1; i <=7; i = i + 1)
         begin
            if (a[i] == 1)
                r = r +b <<i ; 
            end
  mult = r;
  end
endfunction    
assign adder_out = mult_out + out;
always @ (posedge clk or posedge clr)
   begin 
	if (clr) 
		out <= 16'h0000;
	else 
		out <= adder_out;
   end 
assign   mult_out = mult (ina, inb);
specify 
	$setup (ina, posedge clk, set);
	$hold (posedge clk, ina, hld);
	$setup (inb, posedge clk, set);
	$hold (posedge clk, inb, hld);
endspecify
endmodule
$ cat run.sh
#!/bin/bash
# OpenROAD 26Q1-2900-gdf79404cd8, Yosys 0.63+post, stock flow scripts
make -C /OpenROAD-flow-scripts/flow DESIGN_CONFIG=/design/flow/config.mk WORK_HOME=/design/flow/orfs finish
==> reports/metrics.yaml <==
detailed_routing:
  drc: 0
  wire_per_inst_um: 15.4
  firstDrtPassIters: 5
  vias_per_cell: 5.48
  routed_wirelength_mm: 11.5
  initialDrtViolationCount: 207
  num_antenna_cells: 0
  antenna_left: 0
  vias: 4070
placed_design:
  post-dp-hpwl_mm: 9.57
  gp_congestion: 0.911
  post-place-cells: 739
  port_buffers: 33
sta:
  fin_crit_sh_pct: 93.3
  maxSlewViolCount: 0
  hold_viol_final: 0
  max_freq_mhz: 143
  slew_headroom_pct: 56.0
  tns_ns: 0
  rsz0062_at_grt: "false"
  period_needed_ns: 6.99
  setup_viol: 0
  finClkSkew_ns: 0.00376
  worstMarginPinSlew_ns: 0.652
cts:
  cts.htree.levels: 1
  cts.clk_slew.worst_paths_ns: 0.07
  cts_buffers: 3
  cts.sinks: 16
  root_buffer: "clkbuf_8"
  hold_buffers: 0
  clockBufferDepth: 2
  post_cts_buffers: 0
  clk_latency_ns: 0.25
  tritoncts: "done"
yosys:
  area_leaders: "ha_1, dfrtp_1, xnor2_1"
  synth_area_leader_cell: "ha_1"
  synth_cells: 567
  ys_area_um2: 4330
  ff_type: "dfrtp_1"
  syn-cell-area_um2: 4330
  ys_seq_share_pct: 9.24
  yosysMostFrequentCell: "ha_1"
  ys_warn_count: 1
  edf_count: 0
  ys.flops: 16
  ys_cells: 567
  synthTopCellsByCount: "ha_1, nor2_1, nand2_1"
  yosysUniqueCellTypes: 76
  synth_top_area_share_pct: 18.8
  syn_area_per_cell_um2: 7.64
  synthArstFlopShare_pct: 100
critical_path:
  worstPathArrival_ns: 7.12
  end_kind: "flip-flop"
  crit_path_max_fanout: 9
  rrSetupSlack_ns: 4.60
  cp_slowest_cell: "clkdlybuf4s50_1"
  crit_family: "AND-OR/OR-AND gates"
  crit_chain: "clkdlybuf4s50_1 -> mux2_2 -> a22o_1 -> ha_1 -> inv_1 -> o21bai_1 -> xor2_1 -> mux2_2 -> ha_1 -> nand4b_1 -> o311ai_1 -> a311oi_1 -> o2111ai_1 -> and3_1 -> o21ai_1 -> o21ai_0 -> ha_1 -> and3_1 -> a211oi_2 -> o21bai_1 -> a21oi_1 -> o21a_1 -> o21ai_0 -> xor3_1"
  cp.required_ns: 7.63
  critPathMaxStageDelay_ns: 0.55
  cp_common_cell: "ha_1"
  crit_path_start_kind: "input port"
  critPathKind: "input port to flip-flop"
  crit_buf_inv: 2
cells_and_area:
  instances_no_fill: 743
  regArea_um2: 400
  largest_reg_flops: 16
  area_growth_syn_to_layout_pct: 14.6
  final_util_pct: 47.7
  reg_top3: "out (16)"
  fillers: 1017
  mi_logic_area_um2: 3700
  max_flop_register: "out"
  layout-drive-gt1-share_pct: 9.06
hold_path:
  hold_path.class: "flip-flop to flip-flop"
power_and_ir_drop:
  p_per_area_nw_per_um2: 195
  power_switching_uw: 416
  sw_frac_of_total_pct: 42.9
  total_power_uw: 970
  p_int_uw: 554
  ir_drop_v: 0.000182
  seqPwrFrac_pct: 16.1
  leakage_uw: 0.00223
  clkPwrFrac_pct: 8.0
  comb_power_share_pct: 75.9
global_routing:
  first_global_vias: 3906
  grt.total_usage_pct: 22.1
  grt_pass1_wl_mm: 19.4
  grt_max_degree: 24
  grt_overflow: 0
  antenna_found_initial: 0
floorplanning:
  core_um2: 10400
  die_area_um2: 11300
  ios: 34
  fp.dieH_um: 106
  die-width_um: 106
  row_count: 37
  fp-utilization_pct: 41.6
status:
  status: "completed"
job:
  max-cap-violations: 0
  warnings: 27
cell type report:
class | count | share of cell area (%)
flip-flops and latches | 16 | 8.07
inverters | 41 | 3.10
well taps | 136 | 3.43
clock buffers | 4 | 1.11
repair buffers | 54 | 9.83
multi-input cells | 492 | 74.5
placed cells by master (no fill, tap or decap), types with 12 or more instances in the layout:
cell type	instances
o21a_1	13
buf_4	21
o21ai_0	40
nand2_1	50
a21oi_1	41
xor2_1	18
nand2b_1	12
nor2_1	58
xnor2_1	26
nor3_1	14
inv_1	39
ha_1	65
dfrtp_1	16
clkdlybuf4s50_1	33
power groups by stage:
stage / clock network, uW / registers (uW) / logic [uW]
4_1_cts: 81.5 / 157 / 734
5_1_grt: 85.4 / 162 / 821
6_report: 78.0 / 156 / 736
path summary, 6_finish.rpt:
check	start	to	depth (start not counted)
max	ina[1]	out[15]	24
min	out[0]	out[0]	1
max reg2reg	out[0]	out[14]	13
min reg2reg	out[0]	out[0]	1
max in group asynchronous	clr	out[6]	2
min in group asynchronous	clr	out[7]	2
through the flow:
step | cell area [um^2] | hold slack [ns] | worst slack (ns)
2_1_floorplan | 4330 | 0.456 | 0.611
3_3_place_gp | 4900 | 0.499 | 0.190
3_5_place_dp | 4900 | 0.497 | 0.166
4_1_cts | 4950 | 0.512 | 0.421
5_1_grt | 4960 | 0.537 | 0.0407
6_report | 4960 | 0.507 | 0.506
logic make-up (layout without fill, tap and decap cells):
family	count (synthesis)	in the layout	synth area share, %
compound gates	182	182	29.5
xor+xnor	46	46	9.82
fa+ha+maj	72	72	22.0
buf+inv	59	99	5.69
flops	16	16	9.24
mux	18	18	4.50
simple gates	174	174	19.2
worst reg2reg max path: cells and delay by family (launching register included):
family / cells / cell delay [ns]
and+or+nand+nor: 2 / 0.20
buffers and inverters: 1 / 0.07
adders and majority gates: 2 / 0.42
DFF: 1 / 0.38
AOI/OAI and AO/OA: 8 / 1.73
routing by layer:
layer  share of wire, %  vias up  wire length, um  track usage [%]
met4                1.6        0              184             3.17
li1                   -     2141                -                -
met5                  0        -                0                0
met1                 50     1834             5730             33.1
met3                4.4       12              501             2.94
met2                 44       83             5040             34.9
what timing repair did:
| item | CTS | global route |
|---|---|---|
| endpoints found under the hold margin | 0 | 0 |
| setup endpoints to repair | 0 | 1 |
| gates resized | 0 | 3 |
Power and IR drop assume default switching activity.
