[/design/flow/design.v]
`timescale 1 ns/ 10 ps
module lab4part25(clk, RST, SET, C1, C2, C3, PulseW1, PulseW2, PulseW3, Period1, Period2, Period3, Phase1, Phase2, Phase3);
input clk, RST, SET;
input[3:0] PulseW1, PulseW2, PulseW3;
input[3:0] Period1, Period2, Period3;
input[3:0] Phase1, Phase2, Phase3;
output reg C1, C2, C3;
reg[3:0] p_width1, p_width2, p_width3;
reg[3:0] p_period1, p_period2, p_period3;
reg[3:0] count_period1, count_period2,count_period3;
reg[3:0] count_width1, count_width2, count_width3;
always @ (posedge clk) begin
	if(RST)
	begin
		p_width1 <= PulseW1; 
		p_width2 <= PulseW2; 
		p_width3 <= PulseW3; 
		p_period1 <= Period1; 
		p_period2 <= Period2;  
		p_period3 <= Period3; 
		count_period1 <= 0;
		count_period2 <= 0;
		count_period3 <= 0;
		count_width1 <= 0;
		count_width2 <= 0;
		count_width3 <= 0;
	end
	else if(SET)
	begin
		C1 <= 0;
		C2 <= 0;
		C3 <= 0;
		p_width1 <= PulseW1; 
		p_width2 <= PulseW2; 
		p_width3 <= PulseW3; 
		p_period1 <= Period1; 
		p_period2 <= Period2;  
		p_period3 <= Period3; 
		count_period1 <= Period1 - Phase1;
		count_period2 <= Period2 - Phase2;
		count_period3 <= Period3 - Phase3;
		count_width1 <= 0;
		count_width2 <= 0;
		count_width3 <= 0;
	end
	else
	begin
		count_period1 = count_period1 + 1;
		count_period2 = count_period2 + 1;
		count_period3 = count_period3 + 1;
		if(C1)
		begin
			count_width1 = count_width1 + 1;
			C1 = count_width1 == p_width1 ? 0 : 1;
		end
		else if(~C1)
		begin
			C1 = count_period1 == p_period1 ? 1 : 0;
			count_width1 = 0;
			count_period1 = C1 ? 0 : count_period1;
		end
		else;
		if(C2)
		begin
			count_width2 = count_width2 + 1;
			C2 = count_width2 == p_width2 ? 0 : 1;
		end
		else if(~C2)
		begin
			C2 = count_period2 == p_period2 ? 1 : 0;
			count_width2 = 0;
			count_period2 = C2 ? 0 : count_period2;
		end
		else;
		if(C3)
		begin
			count_width3 = count_width3 + 1;
			C3 = count_width3 == p_width3 ? 0 : 1;
		end
		else if(~C3)
		begin
			C3 = count_period3 == p_period3 ? 1 : 0;
			count_width3 = 0;
			count_period3 = C3 ? 0 : count_period3;
		end
		else;
	end	
end 
endmodule
[/design/flow/run.sh]
#!/bin/bash
# OpenROAD 26Q1-2900-gdf79404cd8, Yosys 0.63+post, stock flow scripts
make -C /OpenROAD-flow-scripts/flow DESIGN_CONFIG=/design/flow/config.mk WORK_HOME=/design/flow/orfs finish
[/design/flow/config.mk]
export PLATFORM = sky130hd
export DESIGN_NAME = lab4part25
export DESIGN_NICKNAME = lab4part25
export VERILOG_FILES = /design/flow/design.v
export SDC_FILE = /design/flow/constraint.sdc
export NUM_CORES = 4
export LEC_CHECK = 1
export CORE_UTILIZATION = 30
[/design/flow/constraint.sdc]
current_design lab4part25

set clk_period 2.3
set clk_io_pct 0.2

create_clock -name clk0 -period $clk_period [get_ports {clk}]

set non_clock_inputs [all_inputs -no_clocks]
set_input_delay [expr $clk_period * $clk_io_pct] -clock clk0 $non_clock_inputs
set_output_delay [expr $clk_period * $clk_io_pct] -clock clk0 [all_outputs]
==> impl_metrics.py <==
# Physical implementation metrics
metrics = {
    "status": {
        "status": "finished clean",
    },
    "global_routing": {
        "antenna_found_initial": 0,
        "grt_max_degree": 15,
        "grt_pass1_wl_mm": 6.92,
        "gr-total-overflow": 0,
        "grt_pass1_vias": 1536,
        "grt_util_all_layers": 0.106,
    },
    "pwr": {
        "vdd.ir_drop.worst_mv": 0.235,
        "p_seq_frac": 0.572,
        "p_comb_frac": 0.177,
        "p_int_mw": 1.45,
        "p_clk_frac": 0.250,
        "power_leakage_nw": 1.21,
        "net-switching-power_mw": 0.441,
        "netSwitchingFraction": 0.234,
        "power_mw": 1.89,
        "powerDensity_nw_per_um2": 615,
    },
    "clock_network": {
        "post_cts_buffers": 0,
        "hold_buffers": 0,
        "htreeDepth": 2,
        "post_cts_resize_count": 0,
        "cts_buffer_depth": 2,
        "numCtsBuffers": 5,
        "path_clk_slew_ps": 80,
        "cts_root_buf": "clkbuf_8",
        "cts_tree": "yes",
        "insertion_delay_ps": 290,
        "cts_sinks": 51,
    },
    "placed_design": {
        "gp_congestion": 0.749,
        "post-dp-hpwl_mm": 3.16,
        "port_buffers": 41,
    },
    "floorplanning": {
        "rows": 32,
        "die_y_um": 92.0,
        "core_area_um2": 7770,
        "die_w_um": 92.0,
        "die_area_um2": 8460,
        "fp_util": 0.313,
        "num_io_pins": 42,
    },
    "finish": {
        "num-fill-cells": 744,
        "area.growth.synth_to_final_pct": 26.5,
        "mi_logic_area_um2": 1070,
        "drive_gt1_frac": 0.0405,
        "seq_area_um2": 1290,
    },
    "setup_path": {
        "cp_top_family": "simple AND/OR/NAND/NOR gates",
        "cp_num_buf_inv": 0,
        "endpoint_kind": "register",
        "critPathArrivalTime_ps": 2240,
        "critical-path-max-stage-delay_ps": 420,
        "crit_type": "register to register",
        "critPathRequiredTime_ps": 2490,
        "worst_path_max_delay_cell": "or4_1",
        "worstPathCellList": "ha_1 > xor3_1 > or4_1 > or2_1 > a32o_1",
        "cp_max_fo": 4,
        "cp-start-kind": "register",
    },
    "run": {
        "maxCapViolations": 0,
        "warnings": 25,
    },
    "logic_synthesis": {
        "top_cell_area_share": 0.334,
        "yosys_warnings": 1,
        "syn_area_um2": 2430,
        "top_area_cell": "edfxtp_1",
        "yosysChipArea_um2": 2430,
        "most_common_cell": "edfxtp_1",
        "ys.flops": 51,
        "area_leaders": "edfxtp_1 33%, dfxtp_1 20%, xnor2_1 8.3%, ha_1 7.7%, xor2_1 6.5%",
        "synthArstFlopShare": 0,
        "flop_cell": "edfxtp_1",
        "synth.avg_cell_area_um2": 12.5,
        "synth-edff-count": 27,
        "yosysCellCount": 195,
        "netlist_instances": 195,
        "synth_cell_types": 26,
        "synthTopCellsByCount": "27 x edfxtp_1, 24 x dfxtp_1, 23 x xnor2_1",
        "yosysSeqAreaShare": 0.531,
    },
    "final_timing": {
        "layout_min_cycle_time_ps": 2050,
        "slew_headroom": 0.696,
        "timing.final.hold_violations": 0,
        "slew_viol_final": 0,
        "setup_violations": 0,
        "finalCritPeriodShare": 0.892,
        "clock-skew-final_ps": 3.20,
        "rsz0062_at_grt": "false",
        "worst_slew_pin_slew_ps": 450,
        "fmax_mhz": 487,
        "tns_ps": 0,
    },
    "detailed_routing": {
        "first_pass_iters": 3,
        "ant_nets": 0,
        "wl_per_cell_um": 11.4,
        "drt-total-wl_mm": 3.99,
        "drtIter0Drc": 24,
        "diodes": 0,
        "vias": 1500,
        "viasPerCell": 4.30,
        "drc": 0,
    },
    "hold_path": {
        "hp-class": "register to register",
    },
}
-- cell usage in the layout (no fill, tap or decap), types with 3 or more instances in the layout --
| master | instances |
|---|---|
| and3_1 | 6 |
| ha_1 | 15 |
| nor2_1 | 10 |
| clkbuf_8 | 5 |
| xor2_1 | 18 |
| o22ai_1 | 6 |
| nand2_1 | 4 |
| o21ai_0 | 4 |
| nor2b_1 | 4 |
| nand3_1 | 6 |
| buf_4 | 4 |
| a32o_1 | 3 |
| a21oi_1 | 6 |
| o41ai_1 | 3 |
| or3_1 | 4 |
| inv_1 | 17 |
| fa_1 | 3 |
| clkdlybuf4s50_1 | 41 |
| dfxtp_1 | 24 |
| xnor2_1 | 23 |
| edfxtp_1 | 27 |
| o32ai_1 | 3 |
-- flip-flops by register name, summed over array words and instances, names as in the netlist --
signal / cells
count_width2: 4
p_width3: 4
C2: 1
count_period1: 4
p_width1: 4
count_width3: 4
p_period1: 4
C3: 1
C1: 1
count_period3: 4
p_period2: 4
p_width2: 4
p_period3: 4
count_width1: 4
count_period2: 4
-- worst register-to-register path, delay by kind of cell, from the launching register on --
family                     cells  cell delay (ps)
and+or+nand+nor                2              680
DFF                            1              410
xor gates and xnor gates       1              390
AOI/OAI and AO/OA              1              260
adders and majority gates      1              210
-- power groups by stage --
stage,clock network (mW),logic (mW),registers [mW]
4_1_cts,0.495,0.341,1.08
5_1_grt,0.532,0.374,1.09
6_report,0.473,0.335,1.08
-- cells by family after synthesis --
family	synth area share
AOI/OAI and AO/OA	0.0762
xor gates and xnor gates	0.187
adders and majority gates	0.102
buffers and inverters	0.0278
DFF	0.531
and+or+nand+nor	0.0757
-- per-layer routing --
metal | wire, um | part of all wire | GRT usage | vias up
met2 | 1790 | 0.45 | 0.166 | 24
met1 | 1980 | 0.50 | 0.167 | 680
met4 | 72 | 0.018 | 0.0143 | 0
met3 | 141 | 0.035 | 0.0177 | 6
li1 | - | - | - | 790
met5 | 0 | 0 | 0 | -
-- layout make-up --
type / count / area share
clock buffers: 6 / 0.0236
multi-input cells: 126 / 0.348
clock inverters: 2 / 0.00244
inverters: 17 / 0.0208
repair buffers: 45 / 0.143
flip-flops and latches: 51 / 0.420
well taps: 102 / 0.0415
-- final timing paths --
| check | from | end | slack [ps] | depth (start not counted) |
|---|---|---|---|---|
| max | count_period1[0]$_SDFF_PP0_ | count_period1[1]$_SDFF_PP0_ | 250 | 5 |
| min reg2reg | count_width1[0]$_SDFF_PP0_ | count_width1[0]$_SDFF_PP0_ | 480 | 1 |
| max reg2reg | count_period1[0]$_SDFF_PP0_ | count_period1[1]$_SDFF_PP0_ | 250 | 5 |
| min | count_width1[0]$_SDFF_PP0_ | count_width1[0]$_SDFF_PP0_ | 480 | 1 |
-- per-stage QoR --
| step | util | worst slack [ps] | std cells | instance area (um^2) | hold WS [ps] |
|---|---|---|---|---|---|
| after global placement | 0.385 | 251 | 341 | 2990 | 460 |
| after global routing | 0.396 | 105 | 349 | 3070 | 515 |
| after floorplan | - | 385 | 195 | 2430 | 440 |
| final | 0.396 | 248 | 349 | 3070 | 478 |
| after detailed placement | 0.385 | 254 | 341 | 2990 | 459 |
| after CTS | 0.396 | 255 | 349 | 3070 | 480 |
Power is estimated from default activity; no workload was simulated.
