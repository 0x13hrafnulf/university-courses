File: ./run.sh
#!/bin/bash
# OpenROAD 26Q1-2900-gdf79404cd8, Yosys 0.63+post, stock flow scripts
make -C /OpenROAD-flow-scripts/flow DESIGN_CONFIG=/design/flow/config.mk WORK_HOME=/design/flow/orfs finish
File: ./config.mk
export PLATFORM = sky130hd
export DESIGN_NAME = lab3part16
export DESIGN_NICKNAME = lab3part16
export VERILOG_FILES = /design/flow/design.v
export SDC_FILE = /design/flow/constraint.sdc
export NUM_CORES = 4
export LEC_CHECK = 1
export CORE_AREA = 10 10 70 70
export DIE_AREA = 0 0 80 80
File: ./design.v
`timescale 1 ns/ 10 ps
module lab3part16(D, Q0, Q1, Q2, Q3, Q4, Q5, Q6, Q7, S0, S1, S2, EN);
input S0, S1, S2;
output Q0, Q1, Q2, Q3, Q4, Q5, Q6, Q7;
input EN;
input D;
assign Q0 = EN&~S2&~S0&~S1 ? D : 0;
assign Q1 =  EN&~S2&S0&~S1 ? D : 0;
assign Q2 =  EN&~S2&~S0&S1 ? D : 0;
assign Q3 =   EN&~S2&S0&S1 ? D : 0;
assign Q4 =  EN&S2&~S0&~S1 ? D : 0;
assign Q5 =   EN&S2&S0&~S1 ? D : 0;
assign Q6 =   EN&S2&~S0&S1 ? D : 0;
assign Q7 =    EN&S2&S0&S1 ? D : 0;
endmodule
File: ./constraint.sdc
current_design lab3part16

set clk_period 1.2
set clk_io_pct 0.2

create_clock -name clk0 -period $clk_period

set non_clock_inputs [all_inputs -no_clocks]
set_input_delay [expr $clk_period * $clk_io_pct] -clock clk0 $non_clock_inputs
set_output_delay [expr $clk_period * $clk_io_pct] -clock clk0 [all_outputs]
==> CHANGELOG.md <==
### Metrics

- Maximum vdd drop: 0.0276 mV
- Initial drt markers: 3
- Post-layout period usage: 98.2%
- Area leader share: 33.3%
- Pin count of the biggest net entering global routing: 4
- # Cells Yosys: 14
- CP max-delay cell: nand3b_1
- CP Capture Type: output port
- # hold bufs at CTS: 0
- Req. time, crit path: 0.96 ns
- Yosys stat area: 67.6 um^2
- CP max FO: 3
- Flop count: 0
- Final HPWL DP: 367 um
- Clock buffer count: 0
- WL final: 495 um
- GP Congestion: 0.709
- Fin. max-slew vios: 0
- # IOs: 13
- Slew margin rel.: 89.5%
- Leak: 0.141 nW
- Endpoints failing hold: 0
- Starting density of the core: 1.98%
- Gr usage total: 1.36%
- Worst path arrival time: 0.94 ns
- Post-route cell area: 328 um^2
- Crit-path max cell delay: 0.17 ns
- Total power: 0.0696 mW
- Critical path class: input port to output port
- Max-cap viol count: 0
- DR vias: 167
- Post-route setup slack: 0.0217 ns
- Placed cell count: 76
- Wirelength per Cell: 6.27 um
- Biggest area consumer among synthesized cells: nor2_1
- Fin crit period: 1.18 ns
- Residual DRC: 0
- Startpoint types: input port
- Number of cell rows: 21
- Worst slack, placed: -0.692 ns
- First-pass GRT wire length: 765 um
- Core footprint: 3420 um^2
- Min-Delay Path Class: input port to output port
- YS warnings: 0
- RSZ-0062 raised after global routing: true
- Vias in the first global route: 166
- Outcome: complete, no violations
- Routed vias/inst: 2.11
- Area after DPL: 278 um^2
- Tool warning count: 33
- Top cells, area: nor2_1 (33%), nor3_1 (15%), or3b_1 (13%)
- Fillers: 397
- Fin cells: 79
- Post-synthesis cell count: 14
- Sequential-to-total area share from yosys stat: 0%
- Setup violations, final: 0
- Commonest cells post-synth: nor2_1 (6), nand2_1 (2), nor3_1 (2)
- Distinct cells, synth: 7
- Grt total ovfl: 0
- Hold WS: 0.801 ns
- Avg Inst Size Synth: 4.83 um^2
- First drt pass iteration count: 2
- Synth Cell Area: 67.6 um^2
- Worst path buffer plus inverter count: 4
- Chip width: 80 um
- Most numerous cell in the Yosys netlist: nor2_1
- I/O Buffers: 13
- Initial antenna violation count: 0
- Combinational Area: 114 um^2
- Pwr/cell area: 212 nW/um^2
- Die Height: 80 um
- Setup TNS: 0 ns
- Fin util: 9.60%
- Synth-to-Final Area Change: 385%
- CP cell instances: buf_8 > buf_6 > nand3b_1 > buf_4 > nor2_1 > buf_2
- Layout cells sized above 1: 72.7%
- Full die area: 6400 um^2
- N_diodes: 0
- Seq. cell area: 0 um^2
- CP delay by family, top: buffers and inverters
- Remaining antenna violation count: 0
- F_max: 0.849 GHz
- Worst slew pin tran: 0.158 ns
==> routing by layer <==
metal / vias to the layer above / track usage (%) / share of wire [%]
met5: - / 0 / 0
met4: 0 / 0 / 0
met3: 0 / 0.455 / 14
met2: 13 / 1.85 / 29
met1: 68 / 2.11 / 57
li1: 86 / - / -
==> layout by cell type, fill, tap and decap left out <==
cell type        instances
buf_2                    6
nor2_1                   4
buf_6                    4
buf_4                    3
nor2_2                   2
dlygate4sd2_1            2
nand2b_4                 1
or3b_4                   1
nand3b_1                 1
nand2_2                  1
nand2_1                  1
nor3_2                   1
nand3_4                  1
nor3_4                   1
clkdlybuf4s15_2          1
buf_8                    1
clkbuf_2                 1
clkdlybuf4s15_1          1
==> report_power, final <==
group          switching (mW)  internal (mW)  total (mW)
Sequential                  0              0           0
Combinational          0.0282         0.0414      0.0696
Clock                       0              0           0
==> cell type report <==
type                       count  area share, %
multi-input combinational     14           34.7
tap                           46           17.6
timing repair buffer          19           47.7
==> logic make-up (layout without fill, tap and decap cells) <==
kind of cell,after synthesis,count (layout),share of synthesized area (%)
and+or+nand+nor,14,14,100
buffers and inverters,0,19,0
==> path summary, 6_finish.rpt <==
path,startpoint,to,cells after the start
worst min-delay path,S2,Q2,4
worst max-delay path,S2,Q1,6
==> repair_timing <==
action / CTS / global route
pin swaps: 9 / 4
buffers inserted: 4 / 0
resized: 46 / 8
cloned: 0 / 0
endpoints found under the setup margin: 8 / 6
No activity file was given, so power comes from the tool's default toggle rates.
